$ cat ./design.v
module cuenta1(input wire [2:0] Valor, input wire start, clk, output wire [3:0] Cuenta, output wire fin);
wire ResetA, CargaA, CargaQ, DesplazaQ;
wire [3:0] EntA, SalA;
wire [2:0] SalQ;
assign Cuenta = SalA;  
sum4 sum(EntA,,, SalA, 4'b001, 1'b0);  
regA A(clk, ResetA, CargaA, EntA, SalA);
uc uc0(SalQ[0], start, clk, CargaQ, DesplazaQ, ResetA, CargaA, fin);
regQ Q(Valor, CargaQ, DesplazaQ, clk, 1'b0, SalQ);  
endmodule
module ffdc #(parameter retardo = 1)(input wire clk, reset, carga, d, output reg q);
always @(posedge clk, posedge reset)
  if (reset)
    q <= #retardo 1'b0;  
  else
    if (carga)
      q <= #retardo d;  
endmodule
module regA(input wire clk, ResetA, CargaA, input wire [3:0] entA, output wire [3:0] q);
ffdc ffa0(clk, ResetA, CargaA, entA[0], q[0]);
ffdc ffa1(clk, ResetA, CargaA, entA[1], q[1]);
ffdc ffa2(clk, ResetA, CargaA, entA[2], q[2]);
ffdc ffa3(clk, ResetA, CargaA, entA[3], q[3]);
endmodule
module regQ (input wire [2:0] entQ, input wire CargaQ, DesplazaQ, clk, reset, output wire [2:0] q);
assign enable = CargaQ | DesplazaQ;  
cdaff ff0(CargaQ, entQ[0], q[1], clk, reset, enable, q[0]);
cdaff ff1(CargaQ, entQ[1], q[2], clk, reset, enable, q[1]);
cdaff ff2(CargaQ, entQ[2], 1'b0, clk, reset, enable, q[2]);  
endmodule
module cdaff (input wire selc_d, inp_c, inp_d, clk, reset, carga, output wire q);
wire inp;
ffdc ff0(clk, reset, carga, inp, q);
mux2_1_i1 mux0(inp, inp_d, inp_c, selc_d);
endmodule
module mux2_1_i1(output wire out, input wire a, b, s);
wire  s_n, sa, sb;	   
not inv1 (s_n, s);
and and1 (sa, a, s_n);
and and2 (sb, b, s);
or or1 (out, sa, sb);
endmodule
module sum4(output wire[3:0] S, output wire[4:1] C, output wire c_out, input wire[3:0] A, input wire[3:0] B, input wire c_in);
wire c1, c2, c3, c4;
cla_4 cla(C[4:1], {g3, g2, g1, g0}, {p3, p2, p1, p0}, c_in);
fa_v3 fa0(S[0], c1, p0, g0, A[0], B[0], c_in);
fa_v3 fa1(S[1], c2, p1, g1, A[1], B[1], C[1]);
fa_v3 fa2(S[2], c3, p2, g2, A[2], B[2], C[2]);
fa_v3 fa3(S[3], c4, p3, g3, A[3], B[3], C[3]);
assign c_out = C[4];
endmodule
module fa_v3(output wire sum, output wire c_out, output wire p, output wire g, input wire a, input wire b, input wire c_in);
wire sum_par, carry1, carry2;    
ha_vr ha1(sum_par, carry1, a,    b     );   
ha_vr ha2(sum,     carry2, c_in, sum_par);   
or or1(c_out, carry1, carry2);  
or or2(p, a, b);  
and and1(g, a, b);  
endmodule
module ha_vr(output wire sum, carry, input wire a, b);
xor #1 xor1(sum, a, b);  
and #1 and1(carry, a, b);
endmodule
module cla_4(output wire[4:1] C, input wire[3:0] G, input wire[3:0] P, input wire c_in);
assign C[1] = G[0] | (P[0] & c_in);
assign C[2] = G[1] | (P[1] & G[0]) | (P[1] & P[0] & c_in);
assign C[3] = G[2] | (P[2] & G[1]) | (P[2] & P[1] & G[0]) | (P[2] & P[1] & P[0] & c_in);
assign C[4] = G[3] | (P[3] & G[2]) | (P[3] & P[2] & G[1]) | (P[3] & P[2] & P[1] & G[0]) | (P[3] & P[2] & P[1] & P[0] & c_in);
endmodule
module uc(input wire q0, start, clk, output wire CargaQ, DesplazaQ, ResetA, CargaA,Fin);
reg [2:0] state, nextstate;
parameter S0 = 3'b000; 
parameter S1 = 3'b001;
parameter S2 = 3'b010;
parameter S3 = 3'b011;
parameter S4 = 3'b100;
parameter S5 = 3'b101;
parameter S6 = 3'b110;
always @ (posedge clk, posedge start)
 if (start)
 state <= S0;
 else
 state <= nextstate;
always @(*)  
 case (state)
 S0: nextstate = S1;
 S1: nextstate = S2;
 S2: nextstate = S3;
 S3: nextstate = S4;
 S4: nextstate = S5;
 S5: nextstate = S6;
 S6: nextstate = S6;
 default: nextstate = S0;
 endcase
assign CargaQ = (state == S0)? 1:0;  
assign DesplazaQ = ((state == S2)|(state == S4))? 1:0;
assign ResetA = (state == S0)? 1:0;
assign CargaA = (q0 & ((state == S1)|(state == S3)|(state == S5)))? 1:0;
assign Fin = (state == S6)? 1:0;
endmodule
$ cat ./run.sh
#!/bin/bash
# OpenROAD 26Q1-2900-gdf79404cd8, Yosys 0.63+post, stock flow scripts
make -C /OpenROAD-flow-scripts/flow DESIGN_CONFIG=/design/flow/config.mk WORK_HOME=/design/flow/orfs finish
$ cat ./config.mk
export PLATFORM = sky130hd
export DESIGN_NAME = cuenta1
export DESIGN_NICKNAME = cuenta1
export VERILOG_FILES = /design/flow/design.v
export SDC_FILE = /design/flow/constraint.sdc
export NUM_CORES = 4
export LEC_CHECK = 1
export CORE_AREA = 10 10 70 70
export DIE_AREA = 0 0 80 80
$ cat ./constraint.sdc
current_design cuenta1

set clk_period 1.0
set clk_io_pct 0.2

create_clock -name clk0 -period $clk_period [get_ports {clk}]

set non_clock_inputs [all_inputs -no_clocks]
set_input_delay [expr $clk_period * $clk_io_pct] -clock clk0 $non_clock_inputs
set_output_delay [expr $clk_period * $clk_io_pct] -clock clk0 [all_outputs]
==> impl_metrics.tcl <==
# yosys + openroad results
set metrics [dict create \
    outcome "finished with violations" \
    violations "setup timing" \
    crit_slowest_cell "dfstp_2" \
    setup_viol 9 \
    core_area_sq_um 3416 \
    p_sw_frac 0.2372 \
    clockBufferDepth 2 \
    grt_usage 0.03003 \
    fp_util 0.1527 \
    layout.cells.most_common "dfrtp_1" \
    grt_pass1_wl_mm 1.490 \
    power.switching_uw 411.9 \
    routed_wl_um 855 \
    pre_cts_slack_ns -0.1504 \
    fin_tns_setup_ns -0.7930 \
    synth_seq_share 0.7026 \
    hold_viol_final 0 \
    ios 10 \
    portBuffers 9 \
    clock_latency_ns 0.27 \
    ys_ff 14 \
    worstPathMaxFanout 5 \
    synth_top_area_share 0.4796 \
    place_hpwl_um 629.9 \
    finClkSkew_ns 0.003081 \
    p_int_uw 1325 \
    synthesis.area_sq_um 521.8 \
    power_uw 1737 \
    power_leakage_uw 0.0003277 \
    hold_buffers 0 \
    fin_crit_sh 1.132 \
    critical_path_class "reg2reg" \
    pwr-share-comb 0.349 \
    via_count 294 \
    n_antenna_cell 0 \
    cp-end-kind "register" \
    topCellsByArea "dfrtp_1 48%, edfxtp_1 17%, buf_4 5.8%" \
    fin_crit_ns 1.132 \
    grt_max_degree 9 \
    synth-simple-area-share 0.05516 \
    die_h_um 80 \
    dr.pass1.iters 2 \
    grt_pass1_vias 313 \
    hold_ws_ns 0.1364 \
    hold_path.class "in2async" \
    rsz0062_at_grt "true" \
    ant_nets 0 \
    mux_area_frac 0.07194 \
    cts_max_level 1 \
    cts.clk_slew.worst_paths_ns 0.08 \
    layout-drive-gt1-share 0.5094 \
    cts_inserted_buffers 3 \
    powerDensity_nw_per_um2 2294 \
    adder_share 0.02398 \
    ys_types 17 \
    viasPerCell 2.970 \
    cts_tree "done" \
    cts-root-buf "clkbuf_4" \
    layout_top_cells "10 x dfrtp_1, 9 x buf_4, 5 x buf_2" \
    xor_share 0.05036 \
    cp_top_family "flip-flops" \
    grt_overflow 0 \
    ys_warn_count 11 \
    cts_num_sinks 14 \
    fin_ws_ns -0.1324 \
    critPathArrivalTime_ns 1.16 \
    post_drt_wl_per_cell_um 8.636 \
    synthTopLogicFamily "buffers and inverters" \
    p_seq_frac 0.426 \
    yosysCellCount 34 \
    drt_iter0_drc 21 \
    ys_sh_aoi 0.01679 \
    clock.fmax_ghz 0.8831 \
    antenna_found_initial 0 \
    pwr-share-clk 0.225 \
    slew_violations 0 \
    fp.dieW_um 80 \
    syn_avg_cell_area_sq_um 15.35 \
    row_count 21 \
    slowest_delay_ns 0.59 \
    cap_violations 0 \
    drc_errors 0 \
    synthesis.instances 34 \
    yosys-stat-area_sq_um 521.8 \
    gp_congestion 0.7535 \
    cp_num_buf_inv 0 \
    vdd_ir_drop_max_mv 0.8224 \
    required_ns 1.03 \
    area_growth_pct 45.08 \
    die_area_sq_um 6400 \
    startpoint_type "register" \
    path_cells "mux2_4" \
    tool_warnings 28 \
    top_area_cell "dfrtp_1" \
]
==> stage by stage <==
step,utilization,std cells,cell area [sq um]
global placement,0.2018,90,689.4
floorplan,-,34,534.3
detailed placement,0.2018,90,689.4
finish,0.2216,99,757.0
CTS,0.2216,99,757.0
global route,0.2216,99,757.0
==> state kept, by name, summed over array words and instances, names as in the netlist <==
signal / cells
Q.ff2.ff0.q: 1
A.ffa3.q: 1
A.ffa0.q: 1
uc0.state: 7
Q.ff0.ff0.q: 1
A.ffa2.q: 1
Q.ff1.ff0.q: 1
A.ffa1.q: 1
==> path summary, 6_finish.rpt <==
check	startpoint	to	slack [ns]	depth (start not counted)
worst max-delay path	uc0.state[0]$_DFF_PP1_	Q.ff1.ff0.q$_DFFE_PP_	-0.13	1
worst min-delay path	start	uc0.state[2]$_DFF_PP0_	0.14	2
worst max register to register	uc0.state[0]$_DFF_PP1_	Q.ff1.ff0.q$_DFFE_PP_	-0.13	1
worst min register to register	uc0.state[0]$_DFF_PP1_	A.ffa3.q$_DFFE_PP0P_	0.31	2
max in group asynchronous	uc0.state[0]$_DFF_PP1_	A.ffa0.q$_DFFE_PP0P_	0.54	2
min in group clk0	uc0.state[4]$_DFF_PP0_	uc0.state[2]$_DFF_PP0_	0.38	0
==> cell usage after synthesis (all sizes together) <==
cell,instances
dfrtp,10
buf,4
edfxtp,3
mux2,3
inv,2
xnor2,2
and2,1
conb,1
dfstp,1
ha,1
nand2,1
nand4,1
o31a,1
or2,1
or3,1
xor2,1
==> final cells by class <==
type	count	area, sq um
Fill cell	370	2659
Timing Repair Buffer	19	143.9
Sequential cell	14	366.6
Tap cell	46	57.56
Clock buffer	4	36.28
Multi-Input combinational cell	14	145.1
Inverter	2	7.507
==> what timing repair did <==
| item | in CTS | in global routing |
|---|---|---|
| endpoints found under the hold margin | 0 | 0 |
| setup buffers | 5 | 0 |
| pin swaps | 4 | 2 |
| gates resized | 18 | 0 |
| endpoints found under the setup margin | 14 | 11 |
==> cell families (layout without fill, tap and decap cells) <==
| kind of cell | Yosys count | after routing |
|---|---|---|
| simple gates | 5 | 5 |
| mux | 3 | 3 |
| buf+inv | 6 | 25 |
| compound gates | 1 | 1 |
| other cells | 1 | 1 |
| flops | 14 | 14 |
| fa+ha+maj | 1 | 1 |
| xor+xnor | 3 | 3 |
==> per-layer routing <==
metal  vias to the layer above  wire length [um]  GRT usage
li1                        143                 -          -
met1                       141               418    0.04213
met2                        10               308    0.03612
met3                         0               128    0.02500
met4                         0                 0          0
met5                         -                 0          0
==> power groups by stage <==
stage | Combinational, uW | Clock [uW] | Sequential, uW
global route | 687 | 441 | 754
CTS | 613 | 409 | 742
finish | 606 | 391 | 739
Power and IR drop assume default switching activity.
